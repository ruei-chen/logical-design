### design.v
module over( 
   input clk,
   input k, 
   input in0,in1,in2,in3,   
   output reg [3:0]in);
wire C1,C2,C3,C4;
reg [3:0]inf;
reg [3:0]ink;
reg [3:0]ing;
always @(posedge clk)
begin
ink[0]=in0;
ink[1]=in1;
ink[2]=in2;
ink[3]=in3;
in=ink+4'b0001;
if(k==1) 
begin
ing=in;
in=ing+4'b0001;
end 
end
always @(k)
begin
if(k==0) 
begin
inf=in;
in=inf-4'b0001;
end
end
endmodule 
### run.sh
#!/bin/bash
# OpenROAD 26Q1-2900-gdf79404cd8, Yosys 0.63+post, stock flow scripts
make -C /OpenROAD-flow-scripts/flow DESIGN_CONFIG=/design/flow/config.mk WORK_HOME=/design/flow/orfs finish
### config.mk
export PLATFORM = sky130hd
export DESIGN_NAME = over
export DESIGN_NICKNAME = over
export VERILOG_FILES = /design/flow/design.v
export SDC_FILE = /design/flow/constraint.sdc
export NUM_CORES = 4
export LEC_CHECK = 1
export CORE_AREA = 10 10 70 70
export DIE_AREA = 0 0 80 80
### constraint.sdc
current_design over

set clk_period 1.1
set clk_io_pct 0.2

create_clock -name clk0 -period $clk_period [get_ports {clk}]

set non_clock_inputs [all_inputs -no_clocks]
set_input_delay [expr $clk_period * $clk_io_pct] -clock clk0 $non_clock_inputs
set_output_delay [expr $clk_period * $clk_io_pct] -clock clk0 [all_outputs]
==> flow_metrics.py <==
# Flow results
metrics = {
    "logic_synthesis": {
        "synth-adder-area-share_pct": 12.3,
        "aoi_oai_family_share_of_the_synthesized_area_pct": 5.76,
        "synth-xor-area-share_pct": 19.8,
        "post_synth_and_or_nand_nor_area_fraction_pct": 9.88,
        "muxShareOfSynthArea_pct": 0,
        "synth.logic.top_family": "XOR/XNOR gates",
        "ys.flops": 8,
        "ys_chip_area_um2": 304,
        "total_cells_reported_by_yosys_after_synthesis": 29,
        "synth.yosys.warnings": 1,
        "synth_cell_types": 14,
    },
    "outcome": {
        "status": "aborted with a tool error",
        "failed_stage": "synthesis (1_2_yosys)",
        "run.stop_error": "ERROR: Found 4 problems in 'check -assert'.",
    },
}
-- cell families after synthesis --
logic type	Yosys count
flops	4
compound gates	2
xor+xnor	6
latches	4
simple gates	5
fa+ha+maj	3
buf+inv	5
-- Yosys cell counts --
library cell | count | area share, %
sky130_fd_sc_hd__nor3_1 | 1 | 1.6
sky130_fd_sc_hd__dfxtp_1 | 4 | 26
sky130_fd_sc_hd__a311oi_1 | 1 | 2.9
sky130_fd_sc_hd__and4_1 | 1 | 2.9
sky130_fd_sc_hd__xnor2_1 | 3 | 8.6
sky130_fd_sc_hd__ha_1 | 3 | 12
sky130_fd_sc_hd__a221oi_1 | 1 | 2.9
sky130_fd_sc_hd__inv_1 | 5 | 6.2
sky130_fd_sc_hd__dlxtn_1 | 4 | 20
sky130_fd_sc_hd__and3_1 | 1 | 2.1
sky130_fd_sc_hd__nand2_1 | 1 | 1.2
sky130_fd_sc_hd__xor2_2 | 1 | 5.4
sky130_fd_sc_hd__xor2_1 | 2 | 5.8
sky130_fd_sc_hd__nor2b_1 | 1 | 2.1
