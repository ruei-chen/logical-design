[design.v]
module fulladder(
   input A,B,
   input Ci,
   output S,
   output Co);
wire w1,w2,w3,w4;
xor g1(w1,A,B);
xor g2(S,w1,Ci);
or  g3(w2,B,Ci);
and g4(w3,w2,A);
and g5(w4,B,Ci);
or  g6(Co,w3,w4);
endmodule
module counter(
    input clk,
    output q0,q1,q2,q3
);
wire q0bar,q1bar,q2bar;
wire C1,C2,C3,C4;
wire [3:0]q;
jkff f1(1,1,clk,q[0]);
jkff f2(1,1,q0bar,q[1]);
jkff f3(1,1,q1bar,q[2]);
jkff f4(1,1,q2bar,q[3]);
not  f5(q0bar,q[0]);
not  f6(q1bar,q[1]);
not  f7(q2bar,q[2]);
fulladder  f8(q[0], 0,  0, q0, C1);
fulladder  f9(q[1], 1, C1, q1, C2);
fulladder f10(q[2], 0, C2, q2, C3);
fulladder f11(q[3], 0, C3, q3, C4);
endmodule 
module jkff(   
    input j,
    input k,
    input clk,
    output reg q
);
initial begin
  q=0;
end
always @(posedge clk)begin  
  case({j,k})
	2'b00 : q<=q;    
      	2'b01 : q<=0;    
      	2'b10 : q<=1;    
      	2'b11 : q<=~q;   
  endcase
end
endmodule
[run.sh]
#!/bin/bash
# OpenROAD 26Q1-2900-gdf79404cd8, Yosys 0.63+post, stock flow scripts
make -C /OpenROAD-flow-scripts/flow DESIGN_CONFIG=/design/flow/config.mk WORK_HOME=/design/flow/orfs finish
[config.mk]
export PLATFORM = sky130hd
export DESIGN_NAME = counter
export DESIGN_NICKNAME = counter
export VERILOG_FILES = /design/flow/design.v
export SDC_FILE = /design/flow/constraint.sdc
export NUM_CORES = 4
export LEC_CHECK = 1
export CORE_AREA = 10 10 70 70
export DIE_AREA = 0 0 80 80
[constraint.sdc]
current_design counter

set clk_period 1.0
set clk_io_pct 0.2

create_clock -name clk0 -period $clk_period [get_ports {clk}]

set non_clock_inputs [all_inputs -no_clocks]
set_input_delay [expr $clk_period * $clk_io_pct] -clock clk0 $non_clock_inputs
set_output_delay [expr $clk_period * $clk_io_pct] -clock clk0 [all_outputs]
==> run summary <==
Entry: Yosys synthesis followed by OpenROAD place and route.

Floorplan:
- The run gives the top-level port count as 5.
- The run gives the horizontal die size as approximately 80 um.
- Row generation in the floorplan step produced 21 rows.
- The run gives the die span in y as roughly 80 um.
- The run puts the core area at roughly 3400 um^2.
- The run gives the floorplan core density as 0.0341.
- In this run the full chip footprint comes out at between 6000 and 7000 um^2.

Final timing:
- Setup repair after global routing left no endpoint under its margin.
- The run gives the highest clock rate as 1320 MHz.
- The run gives the worst clock skew as 0 ns.
- The run puts the ratio of final minimum period to clock period at 0.758.
- The run puts the worst slew slack as a fraction of its limit at 0.929.
- The transition time recorded at the tightest slew-check pin is approximately 0.11 ns.
- For the finished layout, the period the worst path requires is between 0.7 and 0.8 ns.
- The timer found 3 register pins that no clock reaches; their paths are not timed.
- The run puts the number of failing setup endpoints in the final timing report at 0.
- The run puts the total count of max-transition violations in the final report at 0.
- The final timing report lists a hold violation count of 0.
- The run gives the tightest hold margin as 0.498 ns.
- The run gives the number of unconstrained endpoints as 6.

Global routing:
- The run puts the first-pass GRT wire length at approximately 400 um.
- The run gives the aggregate global routing overflow as 0.
- The run gives the overall fraction of global-route tracks in use as 0.00810.
- The run puts the number of antenna violations at the first check in global routing at 0.
- The run puts the pin count of the biggest net entering global routing at 4.
- The run puts the number of global-route vias before repair at 83.

Critical path:
- The run puts the data required time at the worst endpoint at roughly 0.80 ns.
- The run gives the capturing element type of the critical path as an output port.
- The run puts the largest incremental delay on the critical path at between 0.3 and 0.4 ns.
- The run gives the dominant delay contributor by cell family on the critical path as flip-flops.
- The run gives the highest fanout seen on the critical path as 2.
- The worst setup path is launched from a flop.
- The signal on the critical path passes through dlygate4sd2_1.
- The run gives the worst path arrival time as between 0.5 and 0.6 ns.
- The worst setup path is of the reg -> out kind.
- The slowest stage of the critical path belongs to the cell sky130_fd_sc_hd__dfxtp_1.
- The run puts the buffering stage count on the worst path with inverters included at 1.

Synth:
- The run puts the netlist area before placement at between 100 and 150 um^2.
- sky130_fd_sc_hd__dfxtp_1 takes more of the synthesized area than any other cell.
- Dividing the synthesized area by the synthesized cell count gives 11.6 um^2.
- The run puts the number of storage elements in the synthesis netlist at 4.
- The run puts the top cell type's share of synthesized area at 0.688.
- Synthesis handed over a netlist of 10 instances.
- Warnings reported by Yosys during synthesis add up to 14.
- The run puts the number of different library cells in the post-synthesis netlist at 4.
- The share of the Yosys chip area taken by registers is 0.688.
- After synthesis, the cell types taking the most area are sky130_fd_sc_hd__dfxtp_1, sky130_fd_sc_hd__inv_1, sky130_fd_sc_hd__ha_1.
- The run gives the number of cells in Yosys stat as 10.
- The run gives the synthesis area per yosys as roughly 120 um^2.

Pwr:
- The run gives the static leakage as around 0.078 nW.
- The run gives the power density over the cells as around 180 nW/um^2.
- The run puts the maximum vdd ir drop at approximately 0.16 mV.

Clocking:
- The report puts the hold buffer count at CTS at 0.
- The run puts the CTS clock-pin slew for the worst setup and hold paths at 0 ns.
- The run puts the insertion delay of the later-clocked pin in the worst-skew pair at 0 ns.
- Buffers added to address setup during post-CTS repair amount to 0.
- The number of gates resized after CTS was 1.

Finish:
- The area growth from synthesis to layout is 89.2%.
- The run puts the post-route standard cell area excluding fillers at around 220 um^2.
- The run puts the final core utilization at 0.0645.
- In the layout the commonest cells are sky130_fd_sc_hd__inv_1, sky130_fd_sc_hd__dfxtp_1, sky130_fd_sc_hd__clkdlybuf4s50_1.
- The run puts the share of layout cells above drive strength 1 at 0.0667.

Run:
- The run gives the tally of max-capacitance violations as 0.
- The tool warning count for the run is 28.

Route:
- The run puts the remaining number of nets flagged by the antenna check after routing at 0.
- The run gives the number of remaining DRC errors as 0.
- The run puts the detailed router's first-iteration violation count at 1.
- The run puts the detail-routed net length per standard cell at approximately 4.2 um.
- The final antenna diode tally reported by the flow is 0.
- The run puts the overall via count from detail_route at about 70.
- After detailed routing, the number of vias per cell comes to about 1.2.
- The run puts the routed wire length at 255 um.
- In the log, the iteration count for the first detailed-route pass is 2.

Placement:
- The count of buffers added on input and output ports is 4.
- The placement stage leaves a total instance area of between 200 and 250 um^2.
- The run puts the estimated wirelength of the detail-placed design at ~240 um.
- The run gives the weighted congestion at the end of routability-driven global placement as between 0.5 and 0.6.

Min path:
- The run gives the type of the most critical hold path as reg -> reg.

Status:
- The flow ran to the end, and the final reports show no timing, DRC or antenna violations.
power breakdown:
group	total, mW	leakage, nW	internal [mW]	switching [mW]
sequential	0.0407	0.0322	0.0407	0
combinational	0.0000000458	0.0458	0	0
clock	0	0	0	0
total	0.0407	0.0780	0.0407	0
synth_stat cells, drive strengths merged:
cell   n
ha     1
inv    4
dfxtp  4
xor2   1
registers in the layout, indices dropped and copies added, names as in the netlist:
| signal | count |
|---|---|
| f1.q | 1 |
| f3.q | 1 |
| f2.q | 1 |
| f4.q | 1 |
worst paths after layout:
kind	depth (start not counted)	slack [ns]	to	startpoint
worst min-delay path	2	0.50	f1.q	f1.q
worst min register to register	2	0.50	f1.q	f1.q
worst max-delay path	1	0.24	q0	f1.q
worst max register to register	2	0.44	f1.q	f1.q
metrics by stage:
step / total power, mW / setup TNS [ns] / setup WS, ns / cells
floorplan: 0.0407 / 0 / 0.520 / 10
global placement: 0.0407 / -0.0224 / -0.0224 / 61
detailed placement: 0.0407 / -0.0446 / -0.0446 / 61
CTS: 0.0407 / 0 / 0.223 / 61
global route: 0.0407 / 0 / 0.202 / 61
finish: 0.0407 / 0 / 0.242 / 61
final cells by class:
type                            count  area [um^2]
Timing Repair Buffer                5         46.3
Sequential cell                     4         80.1
Inverter                            4         15.0
Fill cell                         415         3200
Multi-Input combinational cell      2         21.3
Tap cell                           46         57.6
cells by family after synthesis:
kind of cell	after synthesis	synth area share
flops	4	0.688
xor+xnor	1	0.0753
buf+inv	4	0.129
fa+ha+maj	1	0.108
per-layer routing:
layer  global-route usage  part of all wire
met5                    0                 0
met4                    0                 0
met3              0.00227             0.071
met2              0.00803              0.22
met1               0.0153              0.70
No activity file was given, so power comes from the tool's default toggle rates.
